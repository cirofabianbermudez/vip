`config.mk`:
```
export PLATFORM = sky130hd
export DESIGN_NAME = i2c_master
export DESIGN_NICKNAME = i2c_master
export VERILOG_FILES = /design/flow/design.v
export SDC_FILE = /design/flow/constraint.sdc
export NUM_CORES = 4
export LEC_CHECK = 1
export CORE_UTILIZATION = 30
```
`constraint.sdc`:
```
current_design i2c_master

set clk_period 3.4
set clk_io_pct 0.2

create_clock -name clk0 -period $clk_period [get_ports {clk_i}]

set non_clock_inputs [all_inputs -no_clocks]
set_input_delay [expr $clk_period * $clk_io_pct] -clock clk0 $non_clock_inputs
set_output_delay [expr $clk_period * $clk_io_pct] -clock clk0 [all_outputs]
```
`design.v`:
```
module i2c_master (
    input  logic        clk_i,
    input  logic        rst_i,
    input  logic [ 7:0] din_i,
    input  logic [15:0] dvsr_i,
    input  logic [ 2:0] cmd_i,
    input  logic        wr_i2c_i,
    inout  tri          scl_io,        
    inout  tri          sda_io,        
    output logic        ready_o,
    output logic        done_tick_o,
    output logic        ack_o,
    output logic [ 7:0] dout_o
);
  localparam logic [2:0] START_CMD = 3'b000;
  localparam logic [2:0] WR_CMD = 3'b001;
  localparam logic [2:0] RD_CMD = 3'b010;
  localparam logic [2:0] STOP_CMD = 3'b011;
  localparam logic [2:0] RESTART_CMD = 3'b100;
  typedef enum {
    Idle,
    Hold,
    Start1,
    Start2,
    Data1,
    Data2,
    Data3,
    Data4,
    DataEnd,
    Restart,
    Stop1,
    Stop2
  } state_type_e;
  state_type_e state_reg, state_next;
  logic [15:0] tick_counter_q, tick_counter_d;   
  logic [15:0] qutr, half;   
  logic [8:0] tx_shift_buffer_q, tx_shift_buffer_d;   
  logic [8:0] rx_shift_buffer_q, rx_shift_buffer_d;   
  logic [2:0] cmd_reg_q, cmd_reg_d;   
  logic [3:0] data_counter_q, data_counter_d;   
  logic sda_temp_q, sda_temp_d;   
  logic scl_temp_q, scl_temp_d;   
  logic data_phase;   
  logic done_tick;   
  logic ready;   
  logic into;   
  logic nack;   
  always_ff @(posedge clk_i, posedge rst_i) begin
    if (rst_i) begin
      sda_temp_d <= 1'b1;
      scl_temp_d <= 1'b1;
    end else begin
      sda_temp_d <= sda_temp_q;
      scl_temp_d <= scl_temp_q;
    end
  end
  assign scl_io = (scl_temp_d) ? 1'bz : 1'b0;
  assign into = (data_phase && cmd_reg_q == RD_CMD && data_counter_q  < 'd8) ||
                (data_phase && cmd_reg_q == WR_CMD && data_counter_q == 'd8);
  assign sda_io = (into || sda_temp_d) ? 1'bz : 1'b0;
  assign dout_o = rx_shift_buffer_q[8:1];
  assign ack_o = rx_shift_buffer_q[0];
  assign nack = din_i[0];
  always_ff @(posedge clk_i, posedge rst_i) begin
    if (rst_i) begin
      state_reg         <= Idle;
      tick_counter_q    <= 'd0;
      data_counter_q    <= 'd0;
      cmd_reg_q         <= 'd0;
      tx_shift_buffer_q <= 'd0;
      rx_shift_buffer_q <= 'd0;
    end else begin
      state_reg         <= state_next;
      tick_counter_q    <= tick_counter_d;
      data_counter_q    <= data_counter_d;
      cmd_reg_q         <= cmd_reg_d;
      tx_shift_buffer_q <= tx_shift_buffer_d;
      rx_shift_buffer_q <= rx_shift_buffer_d;
    end
  end
  assign qutr = dvsr_i;
  assign half = {qutr[14:0], 1'b0};
  always_comb begin
    state_next        = state_reg;
    tick_counter_d    = tick_counter_q + 'd1;
    data_counter_d    = data_counter_q;
    tx_shift_buffer_d = tx_shift_buffer_q;
    rx_shift_buffer_d = rx_shift_buffer_q;
    cmd_reg_d         = cmd_reg_q;
    scl_temp_q        = 1'b1;
    sda_temp_q        = 1'b1;
    data_phase        = 1'b0;
    done_tick         = 1'b0;
    ready             = 1'b0;
    case (state_reg)
      Idle: begin
        ready = 1'b1;
        if (wr_i2c_i && cmd_i == START_CMD) begin
          state_next     = Start1;
          tick_counter_d = 'd0;
        end
      end
      Start1: begin
        sda_temp_q = 1'b0;
        if (tick_counter_q == half) begin
          tick_counter_d = 'd0;
          state_next     = Start2;
        end
      end
      Start2: begin
        sda_temp_q = 1'b0;
        scl_temp_q = 1'b0;
        if (tick_counter_q == half) begin
          tick_counter_d = 'd0;
          state_next     = Hold;
        end
      end
      Hold: begin
        ready      = 1'b1;
        sda_temp_q = 1'b0;
        scl_temp_q = 1'b0;
        if (wr_i2c_i) begin
          cmd_reg_d      = cmd_i;
          tick_counter_d = 'd0;
          case (cmd_i)
            RESTART_CMD, START_CMD: begin
              state_next = Restart;
            end
            STOP_CMD: begin
              state_next = Stop1;
            end
            default: begin
              data_counter_d    = 'd0;
              state_next        = Data1;
              tx_shift_buffer_d = {din_i, nack};
            end
          endcase
        end
      end
      Data1: begin
        sda_temp_q = tx_shift_buffer_q[8];
        scl_temp_q = 1'b0;
        data_phase = 1'b1;
        if (tick_counter_q == qutr) begin
          tick_counter_d = 'd0;
          state_next     = Data2;
        end
      end
      Data2: begin
        sda_temp_q = tx_shift_buffer_q[8];
        data_phase = 1'b1;
        if (tick_counter_q == qutr) begin
          tick_counter_d    = 'd0;
          state_next        = Data3;
          rx_shift_buffer_d = {rx_shift_buffer_q[7:0], sda_io};
        end
      end
      Data3: begin
        sda_temp_q = tx_shift_buffer_q[8];
        data_phase = 1'b1;
        if (tick_counter_q == qutr) begin
          tick_counter_d = 'd0;
          state_next     = Data4;
        end
      end
      Data4: begin
        sda_temp_q = tx_shift_buffer_q[8];
        scl_temp_q = 1'b0;
        data_phase = 1'b1;
        if (tick_counter_q == qutr) begin
          tick_counter_d = 0;
          if (data_counter_q == 8) begin
            state_next = DataEnd;
            done_tick  = 1'b1;
          end else begin
            tx_shift_buffer_d = {tx_shift_buffer_q[7:0], 1'b0};
            data_counter_d    = data_counter_q + 1;
            state_next        = Data1;
          end
        end
      end
      DataEnd: begin
        sda_temp_q = 1'b0;
        scl_temp_q = 1'b0;
        if (tick_counter_q == qutr) begin
          tick_counter_d = 'd0;
          state_next     = Hold;
        end
      end
      Restart: begin
        if (tick_counter_q == half) begin
          tick_counter_d = 'd0;
          state_next     = Start1;
        end
      end
      Stop1: begin
        sda_temp_q = 1'b0;
        if (tick_counter_q == half) begin
          tick_counter_d = 'd0;
          state_next     = Stop2;
        end
      end
      Stop2: begin
        if (tick_counter_q == half) begin
          state_next = Idle;
        end
      end
      default: begin
        if (tick_counter_q == half) begin
          state_next = Idle;
        end
      end
    endcase
  end
  assign done_tick_o = done_tick;
  assign ready_o = ready;
endmodule
```
`run.sh`:
```
#!/bin/bash
# OpenROAD 26Q1-2900-gdf79404cd8, Yosys 0.63+post, stock flow scripts
make -C /OpenROAD-flow-scripts/flow DESIGN_CONFIG=/design/flow/config.mk WORK_HOME=/design/flow/orfs finish
```
==> flow_summary.ini <==
; implementation run metrics
[layout]
final_util = 0.369
logic_area_um2 = 1200
regArea_um2 = 802
drive_gt1_frac = 0.182
area_growth_pct = 17.3
fill_cells = 704
fin_area_um2 = 2550

[critical_path]
start_kind = input pin
crit_path_end_kind = output pin
r2r_slack_ns = 1.21
critPathRequiredTime_ns = 2.72
worst_ep_arrival_time_ns = 2.58
worstPathMaxFanout = 2
r2r_cells = 7
crit_type = input pin to output pin

[timing]
tns_ns = 0
fin_crit_ns = 3.26
hold_viol = 0
rsz0062_at_grt = false
skew_ns = 0.00519
max_freq_ghz = 0.306
finalWorstSetupSlack_ns = 0.136
slew_viol_final = 0
fin_crit_sh = 0.960
setup_violations = 0

[pwr]
power_density_nw_per_um2 = 394
internal-power_mw = 0.721
ir_drop_mv = 0.208
p_comb_frac = 0.170
swShare = 0.281
pwr-share-clk = 0.355
totalPowerFinal_mw = 1.00
seqPwrFrac = 0.475
p_switching_mw = 0.282
power.leakage_nw = 1.11

[run]
maxCapViolCount = 0
warnings = 34

[route]
dr.first_iter.drc_count = 71
vias = 1509
drt-pass1-iter-count = 4
avgRoutedWirePerCell_um = 12.2
vias_per_cell = 4.55
postRouteAntennaNets = 0
n_antenna_cell = 0
drc = 0
routed_wirelength_mm = 4.06

[yosys]
top_cell = xor2_1
ys_async_sr_fraction = 1.00
ys_chip_area_um2 = 2170
top_area_frac = 0.357
synth-main-ff-cell = dfrtp_1
syn_area_um2 = 2170
synth_top_cell_by_area = dfrtp_1
ys_cells = 212
ys_top_cells_by_count = xor2_1, dfrtp_1, nand2_1
syn_area_per_cell_um2 = 10.3
xor_area_frac = 0.181
logic_family = XOR/XNOR gates
synthTopCellsByArea = dfrtp_1, xor2_1, buf_4, a21oi_2, nor4_2
ys_seq_frac = 0.369
syn_inst = 212
simple_gate_share = 0.175
fa_ha_area_frac = 0.0173
yosysWarnings = 3
ys_ff = 32
compound_area_frac = 0.123
ys_types = 48
edf_count = 0
mux_share = 0.0322

[global_routing]
grt_start_max_net_pins = 33
grt_pass1_vias = 1474
track_usage = 0.117
grt-ovfl-total = 0
grt_antenna_before_repair = 0
grt_pass1_wl_mm = 6.93

[die]
die_w_um = 87.1
core_um2 = 6910
std_cell_rows = 30
die_h_um = 87.1
die-area_um2 = 7590
fp_util = 0.315
io_pins = 43

[cts]
cts_resized = 0
holdBufCountCts = 0
clock.latency.late_pin_ns = 0.28
clock_sinks = 32
clock-root-buffer = clkbuf_8
cts_made_buffers = 5
cts.path.max_buffers = 2
cts_tree = yes
clk_pin_slew_ns = 0.06
postCtsSetupBuffers = 0
htree_levels = 2

[placed_design]
hpwl_mm = 2.93
placed_cell_area_um2 = 2430
gp_congestion = 0.794
place_ws_ns = 0.0488
portBuffers = 23

[min_path]
hp-class = register to register
whs_path_depth = 1

[outcome]
status = finished, final reports clean
[worst max-delay path, cell delays in order]
cell	delay, ns
clkdlybuf4s50_1	0.45
xor2_1	0.17
nor4_2	0.34
nand4_2	0.21
nor3_2	0.24
clkdlybuf4s50_1	0.49
[power groups by stage]
| stage | registers [mW] | logic (mW) | clock network, mW |
|---|---|---|---|
| 4_1_cts | 0.477 | 0.172 | 0.365 |
| 5_1_grt | 0.484 | 0.191 | 0.377 |
| 6_report | 0.477 | 0.171 | 0.356 |
[routing by layer]
metal | GRT usage | wire [µm] | up-vias
li1 | - | - | 758
met1 | 0.186 | 2090 | 710
met2 | 0.178 | 1710 | 33
met3 | 0.0192 | 195 | 8
met4 | 0.0149 | 65 | 0
met5 | 0 | 0 | -
[logic make-up (layout without fill, tap and decap cells)]
logic type,count (synthesis),in the layout
compound gates,31,31
xor+xnor,45,45
fa+ha+maj,3,3
buf+inv,32,46
flops,32,32
mux,6,6
other cells,1,11
simple gates,62,62
[worst paths after layout]
kind | from | to
min in group asynchronous | rst_i | tick_counter_q[0]$_DFF_PP0_
max | dvsr_i[2] | done_tick_o
max reg2reg | tick_counter_q[0]$_DFF_PP0_ | tick_counter_q[9]$_DFF_PP0_
max in group asynchronous | rst_i | state_reg[0]$_DFF_PP1_
min | state_reg[1]$_DFF_PP0_ | state_reg[1]$_DFF_PP0_
min reg2reg | state_reg[1]$_DFF_PP0_ | state_reg[1]$_DFF_PP0_
[per-stage QoR]
stage               hold WS [ns]  cells
global placement           0.464    324
global route               0.521    332
floorplan                  0.450    222
detailed placement         0.478    324
CTS                        0.493    332
finish                     0.487    332
[layout make-up]
class / count / area share
sequential: 32 / 0.315
timing repair buffer: 28 / 0.110
clock inverter: 2 / 0.0137
multi-input combinational: 158 / 0.471
tap: 96 / 0.0471
clock buffer: 6 / 0.0285
inverter: 10 / 0.0147
[cell usage in the layout, fill, tap and decap left out, drive strengths merged, types with 6 or more instances in the layout]
master,netlist,routed
clkbuf,0,6
conb,1,11
a21oi,15,15
inv,10,10
xnor2,6,6
dfrtp,31,31
nand3,10,10
clkdlybuf4s50,0,23
xor2,39,39
nor4,8,8
nand2,15,15
Power figures rest on the tool's default switching activity, not on a simulated workload.
