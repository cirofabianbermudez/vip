File: design/flow/design.v
module adder #(
  parameter Width = 8
)(
  input  logic                    clk,
  input  logic                    rst,
  input  logic signed [Width-1:0] A,
  input  logic signed [Width-1:0] B,
  output logic signed [Width-1:0] C
);
  always @(posedge clk) begin
    if (rst) begin
      C <= '0;
    end else begin
      C <= A + B;
    end
  end
endmodule
File: design/flow/run.sh
#!/bin/bash
# OpenROAD 26Q1-2900-gdf79404cd8, Yosys 0.63+post, stock flow scripts
make -C /OpenROAD-flow-scripts/flow DESIGN_CONFIG=/design/flow/config.mk WORK_HOME=/design/flow/orfs finish
File: design/flow/config.mk
export PLATFORM = sky130hd
export DESIGN_NAME = adder
export DESIGN_NICKNAME = adder
export VERILOG_FILES = /design/flow/design.v
export SDC_FILE = /design/flow/constraint.sdc
export NUM_CORES = 4
export LEC_CHECK = 1
export CORE_AREA = 10 10 70 70
export DIE_AREA = 0 0 80 80
File: design/flow/constraint.sdc
current_design adder

set clk_period 7.1
set clk_io_pct 0.2

create_clock -name clk0 -period $clk_period [get_ports {clk}]

set non_clock_inputs [all_inputs -no_clocks]
set_input_delay [expr $clk_period * $clk_io_pct] -clock clk0 $non_clock_inputs
set_output_delay [expr $clk_period * $clk_io_pct] -clock clk0 [all_outputs]
==> Changelog: implementation <==
### Changed

* Post-synthesis xor/xnor area fraction at 0.0164
* Share of final-layout standard cells stronger than drive strength 1 at 0.0824
* Instance count of the mapped netlist at 58
* DIE WIDTH at 80 um
* Total leakage power at 0.344 nW
* Post-synth tally of flip-flops with integrated enable at 0
* Maximum vdd drop at 0.0310 mV
* Sw Share at 0.239
* Int Pwr at 0.0982 mW
* Total number of H-tree levels at 1
* Largest register by flop count: C
* CTS Hold Bufs at 0
* Number of warnings printed during yosys synthesis at 1
* Biggest registers after layout: C: 8 flops
* Post-synthesis cell count from yosys at 58
* Area fraction in and, or, nand and nor cells after synthesis at 0.216
* Status: finished clean
* Antenna violations before repair at 0
* Number of gates given a new drive strength after cts at 0
* Max-slew violation count at 0
* Longest individual stage delay on the worst path at 0.46 ns
* Post-detailed-route via-to-cell ratio at 3.81
* Slew @ Worst Pin at 0.327 ns
* Synthesized area per cell at 9.19 um2
* Mean routed wirelength per cell at 10.1 um
* Wire length of the first global-routing pass at 2010 um
* Shortest period the worst path allows at 3.01 ns
* Synthesis-to-layout area growth at 61.0%
* Share of flip-flops with an asynchronous set or reset after synthesis at 0
* Data required time of the worst path at 7.26 ns
* CTS root buf: clkbuf_4
* CTS tree: done
* Main area contributors after synthesis: dfxtp_1, ha_1, nor3_1, fa_1, nor2b_1
* Vias in the first global route at 494
* Critical path's slowest cell: clkdlybuf4s50_1
* Proportion of synthesized area in mux cells at 0
* Path class of the lowest-slack min-delay path: in -> reg
* Max reg flops at 8
* DRC violations left at 0
* Worst Setup End Kind: register
* Cell Chain, Critical Path: clkdlybuf4s50_1 -> ha_1 -> inv_1 -> fa_1 -> nor2b_1 -> o31a_1 -> nor3_1 -> nor3b_1
* Final setup violating endpoints at 0
* Final WL at 1320 um
* Vias at 499
* Routability congestion estimate from global placement at 0.799
* Crit Path Category: in -> reg
* Worst Path Max Fanout at 3
* Number of setup buffers added after CTS at 0
* Type of element launching the critical path: primary input
* Floorplan utilization at 0.156
* Combinational group share of total power at 0.355
* Largest area contributor in the netlist: dfxtp_1
* Unrepaired setup endpoints after global routing: no
* Worst slew margin at 0.781
* Kind of cell adding the most delay to the critical path: adder cells
* Number of hold violations in the final report at 0
* Register share of total power at 0.397
* CP Buf/Inv Count at 2
* Number of buffers added on ports at 25
* Portion of total power attributed to the clock network at 0.248
* Antenna-violating nets left at 0
* Pin count of the biggest net entering global routing at 12
* HPWL after detailed placement at 1210 um
* Chip area at 0.00640 mm2
* Floorplan die height at 80 um
* Reg clk slew, reported paths at 0.05 ns
* Core area at 0.00342 mm2
* Yosys aoi share at 0.235
* CTS Buf Count at 3
* Worst Path Arrival at 3.17 ns
* Antenna diode count at 0
* IO Pins at 26
* Global-route total usage across every layer at 0.0375
* Final period util at 0.424
* Number of rows created at floorplan at 21
* Maxcap violations at 0
* Buffer levels on the longest clock path at 2
* Total cell area reported by yosys after synthesis at 533 um2
* Drt first pass iters at 4
* Unique cell type count in the Yosys netlist at 26
* Initial DRC Count at 16
* Main logic family: AND-OR/OR-AND gates
* Overall overflow remaining after global route at 0
* Total standard cell area after synthesis at 533 um2
* Power per unit of standard cell area at 150 mW/mm2
* Max frequency at 332 MHz
* Area share of the largest cell type after synthesis at 0.300
* Commonest register cell after synthesis: dfxtp_1
* Sequential cell area fraction in the yosys report at 0.300
* Number of logged tool warnings at 25
* #FFs+latches synth at 8
* Clock Sinks at 8
* Final core utilization at 0.251
* Reported net switching power at 0.0309 mW
* Synthesized-area fraction occupied by adder cells at 0.202
* Aggregate negative setup slack at 0 ns
## cell type report
class                   instances  area, um2
clock buffers                   3       22.5
fillers                       371       2560
inverters                       3       11.3
multi-input cells              46        357
flip-flops and latches          8        160
well taps                      46       57.6
repair buffers                 25        250
## cells in the mapped netlist (all sizes together) (2+ instances only)
master / instances
a211oi: 2
o31a: 2
o21ai: 4
nor2: 3
ha: 7
nor3: 6
inv: 3
a21oi: 3
or3b: 2
a21o: 2
nor2b: 3
o21a: 2
dfxtp: 8
## power by group through the flow
stage	combinational (mW)	sequential, mW	clock, mW
after global routing	0.0515	0.0516	0.0352
final	0.0458	0.0512	0.0320
after CTS	0.0466	0.0513	0.0336
## routing by layer
metal / track usage / share of wire / wire [um]
met5: 0 / 0 / 0
met4: 0.00880 / 0 / 0
met3: 0.0159 / 0.11 / 148
met2: 0.0666 / 0.51 / 673
met1: 0.0398 / 0.38 / 496
## worst paths after layout
| path | start | depth (start not counted) | to |
|---|---|---|---|
| worst max-delay path | A[0] | 8 | C[6] |
| worst min-delay path | B[0] | 3 | C[0] |
## stage by stage
step	cells	cell area [um2]	hold slack [ns]	worst slack (ns)	power [mW]
4_1_cts	131	858	1.90	4.09	0.131
2_1_floorplan	58	533	1.63	4.43	0.0741
5_1_grt	131	858	1.93	3.98	0.138
6_report	131	858	1.91	4.09	0.129
3_3_place_gp	128	836	2.10	3.86	0.0978
3_5_place_dp	128	836	2.09	3.84	0.0986
## cells by family (layout without fill, tap and decap cells)
| group | after synthesis | in the layout |
|---|---|---|
| xor gates and xnor gates | 1 | 1 |
| AOI/OAI and AO/OA | 17 | 17 |
| buffers and inverters | 4 | 31 |
| adders and majority gates | 8 | 8 |
| DFF | 8 | 8 |
| and+or+nand+nor | 20 | 20 |
## cell usage in the layout (no fill, tap or decap), drive strengths merged
cell,synthesis,routed
a211oi,2,2
a21o,2,2
a21oi,3,3
clkbuf,0,3
clkdlybuf4s50,0,25
dfxtp,8,8
fa,1,1
ha,7,7
inv,3,3
nand2,1,1
nand3,1,1
nor2,3,3
nor2b,3,3
nor3,6,6
nor3b,1,1
o211a,1,1
o211ai,1,1
o21a,2,2
o21ai,4,4
o31a,2,2
or2b,1,1
or3,1,1
or3b,2,2
or4,1,1
xnor2,1,1
Power and IR drop assume default switching activity.
